--- design/flow/run.sh ---
#!/bin/bash
# OpenROAD 26Q1-2900-gdf79404cd8, Yosys 0.63+post, stock flow scripts
make -C /OpenROAD-flow-scripts/flow DESIGN_CONFIG=/design/flow/config.mk WORK_HOME=/design/flow/orfs finish
--- design/flow/config.mk ---
export PLATFORM = sky130hd
export DESIGN_NAME = kombajn
export DESIGN_NICKNAME = kombajn
export VERILOG_FILES = /design/flow/design.v
export SDC_FILE = /design/flow/constraint.sdc
export NUM_CORES = 4
export LEC_CHECK = 1
export CORE_UTILIZATION = 40
--- design/flow/constraint.sdc ---
current_design kombajn

set clk_period 12.1
set clk_io_pct 0.2

create_clock -name clk0 -period $clk_period [get_ports {clk}]

set non_clock_inputs [all_inputs -no_clocks]
set_input_delay [expr $clk_period * $clk_io_pct] -clock clk0 $non_clock_inputs
set_output_delay [expr $clk_period * $clk_io_pct] -clock clk0 [all_outputs]
--- design/flow/design.v ---
module dekoder64
#(
	parameter N = 64,
	parameter K = 128
)
(
	input  	   	  	 rst,
	input  			  	 clk,
	input  			  	 ena,
	input  			  	 start,
	input  	  [N-1:0] data,
	input  	  [K-1:0] key,
	output reg [N-1:0] res, 
	output reg 		    rdy
);
	localparam SIZE = 4;
	localparam [SIZE-1:0] idle   = 4'd0,
								 init   = 4'd1,  
								 divide 	 = 4'd2,
								 state_r2 = 4'd3,
								 state_l1 = 4'd4,
								 state_l2 = 4'd5,
								 state_r1 = 4'd6,
								 swap		 = 4'd7,
								 store 	 = 4'd8;
	reg [SIZE-1:0] state_reg, state_next;
	reg 				rdy_next;
	integer deltaValue = 2654435769;
	integer cycles = 32;
	integer iteration = 0;
	integer sum = 0 - 957401312;
	reg [31:0] sum_par = 32'hc6ef3720;
	reg  [N-1:0] data_reg;
	reg  [K-1:0] key_reg;
	reg  [31:0] delta;
	reg  [31:0] key0, key1, key2, key3;
	reg  [31:0] temp0, temp1, temp2, temp3;
	reg  [31:0] temp0_next, temp1_next, temp2_next, temp3_next;
	reg  [31:0] L_reg,L_next;
	reg  [31:0] R_reg,R_next;
	reg  [N-1:0] res_next;
	always@(posedge clk or posedge rst) begin
		if (rst) begin
			state_reg <= idle;
			rdy		 <= 1'b0;
		end
		else if (ena) begin
			state_reg <= state_next;
			rdy		 <= rdy_next;
		end
	end
	always@(posedge clk or posedge rst) begin
		if (rst) begin  
			L_reg <= {(N){1'b0}};
			R_reg <= {(N){1'b0}};
			temp0 <= {(N){1'b0}};
			temp1 <= {(N){1'b0}};
			temp2 <= {(N){1'b0}};
			temp3 <= {(N){1'b0}};
			res	<= {(N){1'b0}};
		end
		else if (ena) begin  
			L_reg	<= L_next;
			R_reg <= R_next;
			temp0 <= temp0_next;
			temp1 <= temp1_next;
			temp2 <= temp2_next;
			temp3 <= temp3_next;
			res 	<= res_next;
		end		
	end
	always@(*) 
		case(state_reg)
			idle 	 : if (start) state_next = init;
					   else		  state_next = idle;
			init 	 : state_next = divide;
			divide :	state_next = state_l2;
			state_r2 : state_next = state_l1;
			state_l1 : state_next = swap;
			state_l2 : state_next = state_r1;
			state_r1 : state_next = state_r2;
			swap : begin
					 if(iteration % cycles == 0)
					 begin
					 state_next = store;
					 end
					 else
					 state_next = state_l2;
					 end
			store: state_next = idle;
			default: state_next = idle;
		endcase	
	always@(*) begin
		L_next   = L_reg;
		R_next   = R_reg;
		temp0_next = temp0;
		temp1_next = temp1;
		temp2_next = temp2;
		temp3_next = temp3;
		res_next	= res;
		rdy_next	= 1'b0;
		case(state_reg)
			init		:	begin
								data_reg  = data;
								key_reg = key;
								delta 	= deltaValue;
								res_next = {(N){1'b0}};
							end
			divide	:	begin
								L_next 	= data_reg[63:32];
								R_next 	= data_reg[31:0];
								key3 		= key_reg[31:0];
								key2		= key_reg[63:32];
								key1 		= key_reg[95:64];
								key0 		= key_reg[127:96];
							end
			state_r2	:  
			begin
			temp0_next = ((R_reg << 4) + key0);
			temp1_next =  R_reg + sum_par;
		        temp2_next = ((R_reg >> 5) + key1);
		        end 
			state_l1 : 
			begin
			temp3_next = (temp0 ^ temp1 ^ temp2);
			L_next = L_reg - temp3_next;
			end
			state_l2 : 	
			begin
			temp0_next = ((L_reg << 4) + key2);
			temp1_next =  L_reg + sum_par;
			temp2_next = ((L_reg >> 5) + key3);
			end
			state_r1 :	
			begin
			temp3_next = temp0 ^ temp1 ^ temp2;
			R_next = R_reg - temp3_next;
			end
			swap		: 	begin
							iteration = iteration + 1;
							sum = sum - delta;
							sum_par = sum;
							end
			store	:	begin
								res_next[63:32] = L_reg;
								res_next[31:0] = R_reg;
								rdy_next = 1'b1;
								sum = 0 - 957401312;
								sum_par = 32'hc6ef3720;
							end
			default	: 	;					
		endcase
	end
endmodule
module keygen(
input rst,  
input clk,  
input ena,  
input next,  
output done,  
output [0:127] key  
);
reg[7:0]cnt1_reg;
reg[7:0]cnt1_next;
reg[7:0]cnt2_reg;
reg[7:0]cnt2_next;
reg[7:0]cnt3_reg;
reg[7:0]cnt3_next;
reg[7:0]cnt4_reg;
reg[7:0]cnt4_next;
reg[7:0]cnt5_reg;
reg[7:0]cnt5_next;
reg[7:0]cnt6_reg;
reg[7:0]cnt6_next;
reg[7:0]cnt7_reg;
reg[7:0]cnt7_next;
reg[7:0]cnt8_reg;
reg[7:0]cnt8_next;
always@(posedge clk or posedge rst) begin 
if(rst) begin
cnt1_reg<=65;
cnt2_reg<=65;
cnt3_reg<=65;
cnt4_reg<=65;
cnt5_reg<=65;
cnt6_reg<=65;
cnt7_reg<=65;
cnt8_reg<=65;
 end
else if(ena) begin
cnt1_reg<=cnt1_next;
cnt2_reg<=cnt2_next;
cnt3_reg<=cnt3_next;
cnt4_reg<=cnt4_next;
cnt5_reg<=cnt5_next;
cnt6_reg<=cnt6_next;
cnt7_reg<=cnt7_next;
cnt8_reg<=cnt8_next;
end
end
always@(*) begin
if(rst) begin
cnt1_next=65;
cnt2_next=65;
cnt3_next=65;
cnt4_next=65;
cnt5_next=65;
cnt6_next=65;
end
if(cnt1_reg==122) cnt1_next=32;
else if(cnt1_reg==32) begin
	cnt1_next=65;
	cnt2_next=cnt2_reg+1;
	end
else begin
cnt1_next=cnt1_reg+1;
end
if(cnt2_reg==122) cnt2_next=32;
else if(cnt2_reg==32) begin
	cnt2_next=65;
	cnt3_next=cnt3_reg+1;
	end
if(cnt3_reg==122) cnt3_next=32;
else if(cnt3_reg==32) begin
	cnt3_next=65;
	cnt4_next=cnt4_reg+1;
	end
if(cnt4_reg==122) cnt4_next=32;
else if(cnt4_reg==32) begin
	cnt4_next=65;
	cnt5_next=cnt5_reg+1;
	end
if(cnt5_reg==122) cnt5_next=32;
if(cnt5_reg==32) begin
	cnt5_next=65;
	cnt6_next=cnt6_reg+1;
	end
end
assign key[0:79] = 'h68756c6b206973207468;  
assign key[80:87] = cnt1_reg;
assign key[88:95] = cnt2_reg;
assign key[96:103] = cnt3_reg;
assign key[104:111] = cnt4_reg;
assign key[112:119] = cnt5_reg;
assign key[120:127] = cnt6_reg;
assign done = (cnt6_reg==127) ? 1'b1 : 1'b0;
endmodule
module kombajn
(
	input  	   	  	 rst,
	input  			  	 clk,
	input  			  	 start,
	input  	  [63:0] data,
	output reg 		    rdy,
	output reg 		    [127:0]keyout
);
wire [127:0] key;
wire next;
wire done;
wire [63:0] result;
reg ena;
reg next_reg;
dekoder64
    b1
    (
		.rst (rst),
		.clk (clk),
		.start (start),
		.ena (ena),
		.data (data),
		.res (result),
		.rdy (next),
		.key (key)
    );
keygen
		b2
		(
		.rst (rst),
		.clk (clk),
		.ena (next_reg),
		.done (done),
		.key (key),
		.next (1'b1)
		);
always@(*) begin
		if (rst) begin  
		rdy = 0;
		keyout = 0;
		end
if(result== 64'd2697766566672491622) begin
rdy = 1'b1;
keyout=key;
ena = 0;
next_reg=0;
end
else begin
ena = 1;
next_reg=next;
end
end
	 endmodule
==> PnR_summary.wiki <==
=== Physical design figures ===
{| class="wikitable"
! Metric !! Value
|-
| Latest clock arrival within the worst-skew pair || 570 ps
|-
| Pre-placement core utilization || 0.405
|-
| Total power divided by cell area || 278 nW/µm²
|-
| Number of detailed-route iterations in the first pass || 5
|-
| Placement Rows || roughly 96
|-
| Count of endpoints failing setup in the final report || 0
|-
| Chip Width || 266 µm
|-
| Total of flip-flops plus latches after synthesis || 568
|-
| Routed wire length per instance || 20.1 µm
|-
| CP peak stage delay || 750 ps
|-
| Number of remaining DRC errors || 0
|-
| P&R area growth vs syn || 12.3%
|-
| Comb area || 15200 µm²
|-
| Number of vias in the routed layout || 22.6k
|-
| Wire length of the first global-routing pass || 129000 µm
|-
| Number of global-route vias before repair || 21.4k
|-
| Count of buffers from port buffering || 150
|-
| Cell count after synthesis || 3130
|-
| Post-synth cell types || 88
|-
| Number of cells traversed by the worst hold path || 1
|-
| VDD IR max || 147 µV
|-
| Share of synthesized registers carrying an async set or reset || 0.496
|-
| Top cells by count, synth || sky130_fd_sc_hd__dfrtp_1 (269), sky130_fd_sc_hd__nand2_1 (268), sky130_fd_sc_hd__nor2_1 (241)
|-
| Total placed instance area || 30000 µm²
|-
| Share of layout cells above drive strength 1 || 0.0789
|-
| Number of cell instances on the worst register-to-register path || 17
|-
| Synth top area share || 0.241
|-
| Startpoint Class || flip-flop
|-
| Leading register cell type out of synthesis || sky130_fd_sc_hd__dfrtp_1
|-
| Part of the cycle the worst path needs || 0.393
|-
| FILL cells || approximately 6.5k
|-
| Maximum number of pins on one net before global-route repair || 116
|-
| Cell type with the highest aggregate area in the netlist || sky130_fd_sc_hd__dfrtp_1
|-
| Yosys-reported design area after synthesis || between 20000 and 30000 µm²
|-
| Register pins left without a clock || 286
|-
| Max-slew headroom at the worst pin || 0.339
|-
| Leakage component of the power || 14.0 nW
|-
| TritonCTS clock tree || done
|-
| Clock period minus worst slack || 4750 ps
|-
| Post-synth EDFFs || 0
|-
| RSZ-0062 raised after global routing || false
|-
| Detailed-route vias per instance || 5.47
|-
| Total CTS buffers || 38
|-
| Minimum setup slack among reg-to-reg paths || 7350 ps
|-
| Kind of end point of the critical path || flip-flop
|-
| Endpoints left unconstrained || approximately 370
|-
| Detailed-placement wirelength estimate || 60700 µm
|-
| Post-route cell area || 31300 µm²
|-
| Global placer's final weighted congestion || 0.948
|-
| Synthesized area per cell || a little under 9 µm²
|-
| Root Driver || sky130_fd_sc_hd__clkbuf_16
|-
| Post-route ant nets || 0
|-
| Clk_skew || 21.9 ps
|-
| Total grt overflow || 0
|-
| Endpoint required time on the critical path || 12510 ps
|-
| Post-CTS Hold Buffers || 0
|-
| Outcome || finished clean
|-
| Total setup buffers inserted after CTS || 0
|-
| Post-synth area hogs || sky130_fd_sc_hd__dfrtp_1 (24%), sky130_fd_sc_hd__dlxtp_1 (8.9%), sky130_fd_sc_hd__dlxtn_1 (6.5%)
|-
| IO Pins || between 150 and 200
|-
| Count of yosys warnings during synthesis || 99
|-
| DRC marker count from the first detailed-route iteration || between 1.5k and 2k
|-
| GRT Total Usage || 0.245
|-
| WL final || 83100 µm
|-
| Footprint of the flip-flops and latches || 11400 µm²
|-
| Series of cell instances along the critical path || o21ai_0 > ha_1 > fa_1 > a21o_1 > a21oi_1 > o21bai_1 > a21oi_1 > o21bai_1 > a211o_1 > a2111oi_0 > o41ai_1 > buf_4 > a31oi_1 > o21ai_0 > o21ai_0 > xor2_1 > o21ai_0
|-
| CP dominant cell by count || sky130_fd_sc_hd__o21ai_0
|-
| CTS Buffer Depth || 3
|-
| DIE AREA || 70800 µm²
|-
| Highest-delay cell along the critical path || sky130_fd_sc_hd__dfrtp_4
|-
| Crit Path Class || flip-flop to flip-flop
|-
| Level count of the clock H-tree || 2
|-
| Setup_tns || 0 ps
|-
| ANT cells || 0
|-
| Number of violations of the max-capacitance limit || 0
|-
| CP arrival || 5160 ps
|-
| Worst-margin pin slew || slightly below 1000 ps
|-
| Critical path fanouts, max || 44
|-
| # Cells Yosys || 3130
|-
| Core area || 68800 µm²
|-
| Utilization after layout || 0.455
|-
| Die height || 266 µm
|-
| Total of cells resized after clock tree synthesis || 0
|-
| Top achievable clock speed || 210 MHz
|-
| Post-Synthesis Cell Area || 27900 µm²
|-
| Final Max Tran Viols || 0
|-
| Log Warnings || 39
|-
| Classification of the worst-slack hold path || flip-flop to flip-flop
|-
| Hold Vio Cnt, Final || 0
|-
| Clk slew on worst S/H paths || 60 ps
|-
| Post-synthesis cell type with the largest instance count || sky130_fd_sc_hd__dfrtp_1
|-
| Antenna violations before repair || 0
|}
## logic make-up after synthesis
| family | after synthesis | share of synthesized area |
|---|---|---|
| AND/OR/NAND/NOR | 923 | 0.161 |
| flip-flops | 282 | 0.253 |
| buffers and inverters | 327 | 0.0549 |
| other | 1 | 0.000134 |
| AND-OR/OR-AND | 793 | 0.181 |
| multiplexers | 75 | 0.0299 |
| latches | 286 | 0.154 |
| adder cells (fa/ha/maj) | 151 | 0.0653 |
| XOR/XNOR | 292 | 0.100 |
## cell type report
type / count / share of cell area
tap: 931 / 0.0372
multi-input combinational: 2279 / 0.486
clock buffer: 59 / 0.0365
clock inverter: 11 / 0.00503
inverter: 78 / 0.00958
timing repair buffer: 210 / 0.0627
sequential: 568 / 0.363
## stage by stage
stage / cells / setup WS, ps / power (mW) / hold WS, ps
after global placement: 4066 / 7160 / 7.41 / 469
final: 4136 / 7350 / 8.71 / 488
after global routing: 4136 / 6950 / 9.45 / 512
after detailed placement: 4066 / 7160 / 7.42 / 479
after CTS: 4136 / 7330 / 8.66 / 490
after floorplan: 3174 / 4230 / 6.07 / 452
## critical path, delay by kind of cell (launching register included)
family,cells,cell delay [ps]
compound gates,13,2800
xor+xnor,1,160
flops,1,750
buf+inv,1,190
fa+ha+maj,2,690
## cell usage in the layout, fill, tap and decap left out, drive strengths merged, types with 59 or more instances in the layout
master,n
xnor2,154
buf,60
nand3,97
mux2,66
nand2,268
ha,110
clkdlybuf4s50,150
o21ai,200
a22o,67
a21oi,208
clkbuf,59
xor2,121
dfrtp,269
dlxtp,165
dlxtn,121
inv,77
nor2,241
and3,77
## final timing paths
path / start / end
worst max-delay path: b1.state_reg[6] / b1.temp1[30]
min in group asynchronous: rst / b2.cnt6_reg[1]
worst min register to register: b1.res[14] / b1.res[14]
worst max register to register: b1.state_reg[6] / b1.temp1[30]
worst min-delay path: b1.res[14] / b1.res[14]
max in group asynchronous: rst / b1.res[13]
## power breakdown
part / internal, mW / switching [mW]
clock network: 0.735 / 0.453
registers: 1.25 / 0.476
logic: 2.53 / 3.27
## routing by layer
layer  part of all wire  global-route usage  up-vias
li1                   -                   -    11100
met1               0.47               0.385    10800
met2               0.44               0.366      629
met3              0.065              0.0422       93
met4              0.022              0.0460        0
met5                  0                   0        -
Power figures rest on the tool's default switching activity, not on a simulated workload.
